[flow/run.sh]
#!/bin/bash
# OpenROAD 26Q1-2900-gdf79404cd8, Yosys 0.63+post, stock flow scripts
make -C /OpenROAD-flow-scripts/flow DESIGN_CONFIG=/design/flow/config.mk WORK_HOME=/design/flow/orfs finish
[flow/config.mk]
export PLATFORM = sky130hd
export DESIGN_NAME = sram
export DESIGN_NICKNAME = sram
export VERILOG_FILES = /design/flow/design.v
export SDC_FILE = /design/flow/constraint.sdc
export NUM_CORES = 4
export LEC_CHECK = 1
export CORE_AREA = 10 10 111 111
export DIE_AREA = 0 0 121 121
[flow/constraint.sdc]
current_design sram

set clk_period 2.9
set clk_io_pct 0.2

create_clock -name clk0 -period $clk_period

set non_clock_inputs [all_inputs -no_clocks]
set_input_delay [expr $clk_period * $clk_io_pct] -clock clk0 $non_clock_inputs
set_output_delay [expr $clk_period * $clk_io_pct] -clock clk0 [all_outputs]
[flow/design.v]
module sram(dataIn, dataOut, readWrite, enable, address);
	input [7:0] dataIn;
	output [7:0] dataOut;
	input readWrite, enable;
	input [10:0] address;
	reg [2047:0] sramReg [7:0];
	assign dataOut = (readWrite & enable)? sramReg[address] : 8'bzzzzzzzz;
	always @(address, enable, readWrite) begin
		if (~readWrite & enable) begin	
			sramReg[address] <= dataIn;
		end
	end
endmodule 
==> run summary <==
Notes on the physical implementation.

- The depth of the worst hold-timing path is 5, for reference.
- The number of antenna-violating nets in the routed design is 0, for reference.
- The leakage component of the power was reported as 0.938 nW.
- In the setup report, the worst path falls into the class in -> out.
- In this run, post-CTS hold repair placed 0 buffers.
- The count of library flops with an enable pin is 0, for reference.
- Grouping stages by cell kind, the critical path spends the most delay in buffers and inverters.
- RePlAce ended its routability-driven mode at a weighted congestion of 0.796.
- The max-cap violation count is 0, for reference.
- The post-route worst hold slack is 2.02 ns, for reference.
- The adder-cell area share of the yosys netlist is 0, for reference.
- The final routed wirelength across all metal layers is between 3000 and 4000 um, for reference.
- Leaving out buffers and inverters, the combinational logic in the layout accounts for 566 um^2.
- The worst setup path startpoint is address[1], for reference.
- The number of register pins that no clock reaches is between 60 and 70, for reference.
- The Yosys chip area is 1580 um^2, for reference.
- In this run, the synthesized area fraction spent on xor and xnor cells is recorded as 0.
- The total routing resource utilization after global routing is 0.0511, for reference.
- Fill cells in the final layout number around 1100.
- The final hold violation count is 0, for reference.
- The largest registers in the layout are sramReg x64.
- The number of input and output port buffers inserted is 21, for reference.
- For this run, the top clock speed supported by timing is approximately 0.36 GHz.
- The post-detailed-route wirelength per cell is 11.7 um, for reference.
- Per the synthesis report, the AND-OR/OR-AND share of the synthesized area is 0.112.
- The multiplexer area fraction after synthesis is 0.143, for reference.
- The data required time of the worst path is 2.32 ns, for reference.
- For this run, the leading register cell type out of synthesis is sky130_fd_sc_hd__dlxtn_1.
- The starting DRC count in detailed routing is 35, for reference.
- The cell total in the yosys stat output is 148, for reference.
- In the synthesized netlist the async set-or-reset flop fraction comes to 0.
- Per the synth log, the flip-flop and latch total comes to 64.
- The number of gates given a new drive strength after cts is 9, for reference.
- Of the total synthesized cell area, the portion taken by AND, OR, NAND and NOR gates is 0.0988.
- The number of pins with negative max-slew slack in the final report is 0, for reference.
- The post-CTS repair timing setup buffer count is 0, for reference.
- From the final report, the count of setup violators was given as 0.
- The initial antenna violation count came to 0.
- The final antenna diode tally reported by the flow is 0.
- The tightest min-delay check is of the in -> out type.
- For this run the aggregate overflow at the end of global routing stands at 0.
- The largest net degree at the start of global routing is 14, for reference.
- Averaged over all synthesized cells, the footprint is between 10 and 15 um^2.
- Looking at the VDD voltage map, the peak drop is 0.0218 mV.
- The register with the most flip-flops in the layout has around 64 of them.
- The main combinational cell family by area after synthesis is multiplexers, for reference.
- The worst hold path terminates at dataOut[6].
- The post-synthesis instance area is 1580 um^2, for reference.
- The timing report notes that buffer and inverter cells on the critical path total 3.
- The die is 121 um tall.
- The die width is 121 um, for reference.
- In this design, the stage delay of the slowest critical-path cell is about 0.46 ns.
- Per the final layout report, the fraction of cells sized above drive strength 1 comes to 0.122.
- The I/O pin count is 29, for reference.
- The largest fanout of any net on the critical path is 9, for reference.
- The number of DRC violations after detailed routing is 0, for reference.
- The cell area after layout is 2070 um^2, for reference.
- In this run the core area contains 36 standard-cell rows.
- The critical path goes through dlygate4sd2_1 > buf_4 > or3_4 > o22a_1 > clkdlybuf4s50_1.
- The wire length of the first global-routing pass is about 6000 um, for reference.
- The layout overhead on the synthesized area is 30.7%, for reference.
- The post-placement cell area is 2060 um^2.
- The final route contains ~1100 vias.
- The sort of element at the start of the critical path is a primary input, for reference.
- Ranked by flip-flop count, first place goes to sramReg.
- approximately 64 endpoints have no timing constraint.
- Setup repair after global routing left no endpoint under its margin.
- For the worst min-delay path, the startpoint reported by OpenROAD is address[1].
- The initial cell density of the core is 0.160, for reference.
- The iteration count recorded for the first detailed-route pass is 4.
- In this run the tools logged warnings totalling 40.
- The synthesized netlist handed to floorplanning was reported with a cell count of roughly 150.
- Using the TritonRoute via totals, the vias-per-cell ratio works out to 3.56.
- The data arrival time at the worst-slack endpoint is ~2.2 ns, for reference.
- The total die area is 14600 um^2, for reference.
- Per the cell usage report, the commonest logic cell in the layout is sky130_fd_sc_hd__dlxtn_1.
- Across the whole layout, storage elements account for 961 um^2.
- The max-slew headroom at the worst pin is 0.707, for reference.
- The placeable core area is roughly 10000 um^2, for reference.
- The synthesized netlist contains 28 unique library cells.
- In this run the power density over the cells is 110 nW/um^2.
- Ranking logic cells in the layout by count gives the top entries sky130_fd_sc_hd__dlxtn_1, sky130_fd_sc_hd__mux2i_1, sky130_fd_sc_hd__clkdlybuf4s50_1, sky130_fd_sc_hd__buf_4, sky130_fd_sc_hd__nor2_1.
- The critical path's slowest stage uses the library cell sky130_fd_sc_hd__or3_4.
- The via count of the first global-routing pass is approximately 1100.
- The flow ran to the end, and the final reports show no timing, DRC or antenna violations.
- The synthesis report lists the Yosys warning total as 3.
- The kind of end point of the critical path is an output pin, for reference.
- Looking at the max-slew report, the worst-margin pin has a slew of about 0.44 ns.
- The wire-length estimate of the detail-placed layout is 2810 um.
- The post-route fraction of the period consumed by the critical path is 0.945, for reference.
- After layout, the minimum clock period comes to around 2.7 ns.
-- cell families (layout without fill, tap and decap cells) --
kind of cell	Yosys count	in the layout
latches	64	64
AND/OR/NAND/NOR	30	30
AND-OR/OR-AND	24	24
multiplexers	21	21
buffers and inverters	9	41
-- Yosys cell counts, types with 2 or more instances --
library cell               instances  area, um^2
sky130_fd_sc_hd__nand3_1           2        10.0
sky130_fd_sc_hd__nand2b_1          3        18.8
sky130_fd_sc_hd__o22a_1            6        52.6
sky130_fd_sc_hd__mux2i_1          20         200
sky130_fd_sc_hd__nand2_1           7        26.3
sky130_fd_sc_hd__a211oi_1          6        45.0
sky130_fd_sc_hd__buf_4             3        22.5
sky130_fd_sc_hd__buf_6             2        22.5
sky130_fd_sc_hd__nor3b_1           2        15.0
sky130_fd_sc_hd__nor2b_1           2        12.5
sky130_fd_sc_hd__o22ai_1           6        37.5
sky130_fd_sc_hd__dlxtn_1          64         961
sky130_fd_sc_hd__nor2_1           10        37.5
-- cell type report --
class                      count  area share
sequential                    64       0.465
tap                          133      0.0805
multi-input combinational     75       0.273
timing repair buffer          40       0.180
inverter                       1     0.00181
-- metrics by stage --
stage,instances,utilization,power (mW),setup WS (ns),TNS (ns)
6_report,313,0.210,0.227,0.160,0
3_3_place_gp,313,0.209,0.228,-0.142,-0.905
2_1_floorplan,148,-,0.142,0.929,0
3_5_place_dp,313,0.209,0.231,-0.135,-0.853
4_1_cts,313,0.210,0.231,0.125,0
5_1_grt,313,0.210,0.249,0.0581,0
-- worst min-delay path, stage by stage --
cell	delay [ns]
sky130_fd_sc_hd__dlygate4sd2_1	0.30
sky130_fd_sc_hd__buf_4	0.17
sky130_fd_sc_hd__nand2_1	0.05
sky130_fd_sc_hd__a31oi_1	0.09
sky130_fd_sc_hd__dlygate4sd2_1	0.25
-- per-layer routing --
layer | global-route usage | vias to the layer above | wire (um)
met5 | 0 | - | 0
met3 | 0.00756 | 0 | 186
met2 | 0.0901 | 16 | 1840
met4 | 0 | 0 | 0
li1 | - | 584 | -
met1 | 0.0687 | 513 | 1630
-- where the power goes --
part,internal [mW],switching [mW]
registers,0.0629,0.00995
logic,0.0889,0.0655
clock network,0,0
total,0.152,0.0754
-- worst max-delay path by stage --
stage / slack (ns) / endpoint / depth (start not counted)
4_1_cts: 0.12 / dataOut[4] / 5
5_1_grt: 0.06 / dataOut[4] / 5
6_report: 0.16 / dataOut[3] / 5
Power figures rest on the tool's default switching activity, not on a simulated workload.

===== ./run.sh =====
#!/bin/bash
# OpenROAD 26Q1-2900-gdf79404cd8, Yosys 0.63+post, stock flow scripts
make -C /OpenROAD-flow-scripts/flow DESIGN_CONFIG=/design/flow/config.mk WORK_HOME=/design/flow/orfs finish

===== ./config.mk =====
export PLATFORM = sky130hd
export DESIGN_NAME = Interlock
export DESIGN_NICKNAME = Interlock
export VERILOG_FILES = /design/flow/design.v
export SDC_FILE = /design/flow/constraint.sdc
export NUM_CORES = 4
export LEC_CHECK = 1
export CORE_AREA = 10 10 76 76
export DIE_AREA = 0 0 86 86

===== ./constraint.sdc =====
current_design Interlock

set clk_period 1.7
set clk_io_pct 0.2

create_clock -name clk0 -period $clk_period [get_ports {clk}]
create_clock -name clk1 -period $clk_period [get_ports {innerDoorCtrl}]
create_clock -name clk2 -period $clk_period [get_ports {outerDoorCtrl}]
create_clock -name clk3 -period $clk_period [get_ports {rst}]

set non_clock_inputs [all_inputs -no_clocks]
set_input_delay [expr $clk_period * $clk_io_pct] -clock clk0 $non_clock_inputs
set_output_delay [expr $clk_period * $clk_io_pct] -clock clk0 [all_outputs]

===== ./design.v =====
module Timer(clk, rst, stopVal, done);
	input clk, rst;
	input [0:2] stopVal;
	output reg done;
	reg [0:2] q = 3'b000;
	always @(*) begin
		done <= (q == stopVal);
	end
	always @(posedge clk) begin
		if(rst)
			q <= 3'b000;
		else begin
			if(q != stopVal)
				q <= q + 1;
			else
				q <= q;
		end
	end
endmodule
module Chamber(clk, rst, pressurizeCtrl, evacuateCtrl, pressurized, evacuated);
	input clk, rst;
	input pressurizeCtrl, evacuateCtrl;
	output reg pressurized, evacuated;
	wire pDone, eDone;
	reg pressurizing, evacuating;
	Timer tP(clk, pressurizeCtrl, 'b110, pDone);
	Timer tE(clk, evacuateCtrl, 'b110, eDone);
	always @(posedge clk) begin
		if(evacuated & pressurizeCtrl) begin
			evacuated <= 0;
			pressurizing <= 1;
		end
		if(pressurizing & pDone) begin
			pressurized <= 1;
			pressurizing <= 0;
		end
		if(pressurized & evacuateCtrl) begin
			pressurized <= 0;
			evacuating <= 1;
		end
		if(evacuating & eDone) begin
			evacuated <= 1;
			evacuating <= 0;
		end
	end
	always @(posedge rst) begin
		pressurizing <= 0;
		pressurized <= 0;
	end
	always @(posedge rst) begin
		pressurized <= 0;
		evacuated <= 1;
		pressurizing <= 0;
		evacuating <= 0;
	end
endmodule 
module Arriving(clk, rst, arriveCtrl, arriving, departing, innerDoor, outerDoor, pressurized, evacuated, debugState);
	input clk, rst;
	input arriveCtrl, departing, innerDoor, outerDoor, pressurized, evacuated;
	output reg arriving;
	output reg [0:2] debugState;
	parameter reset = 3'b000;
	parameter min5 = 3'b001;
	parameter pres = 3'b010;
	parameter openOut = 3'b011;
	parameter evac = 3'b100;
	parameter openIn = 3'b101;
	reg [3:0] ps = reset;
	reg [3:0] ns = reset;
	Timer t(clk, arriveCtrl, 3'b101, done);
	always @(*)
		case(ps)
			reset: if(arriveCtrl) begin 
				ns = min5;
				end
			else begin 
				ns = reset;
				arriving = 0; end
			min5: begin
				arriving = 1;
				if(done) ns = pres;
				else if(rst) ns = reset;
				else ns = min5;
			end
			pres: if(pressurized) ns = openOut;
			else if(rst) ns = reset;
			else ns = pres;
			openOut: if(outerDoor) ns = evac;
			else if(rst) ns = reset;
			else ns = openOut;
			evac: if(evacuated) ns = openIn;
			else if(rst) ns = reset;
			else ns = evac;
			openIn: if(innerDoor) ns = reset;
			else if(rst) ns = reset;
			else ns = openIn;
			default ns = ps;
	endcase
	always@(posedge clk) begin
		if(rst) begin
			ps <= reset;
		end begin
			ps <= ns;
		end
		debugState <= ps;
	end
endmodule
module Departing(clk, rst, departCtrl, arriving, departing, innerDoor, outerDoor, pressurized, evacuated, debugState);
	input clk, rst;
	input departCtrl, arriving, innerDoor, outerDoor, pressurized, evacuated;
	output reg departing;
	output reg [0:2] debugState;
	parameter reset = 3'b000;
	parameter min5 = 3'b001;
	parameter pres = 3'b010;
	parameter openOut = 3'b011;
	parameter evac = 3'b100;
	reg [3:0] ps = reset;
	reg [3:0] ns = reset;
	Timer t(clk, departCtrl, 3'b101, done);
	always @(*) 
		case(ps)
			reset: if(departCtrl) begin 
				ns = min5;
				end
			else begin 
				ns = reset;
				departing = 0;
				end
			min5: begin
				departing = 1;
				if(done) ns = pres;
				else if(rst) ns = reset;
				else ns = min5;
			end
			pres: if(pressurized) ns = openOut;
			else if(rst) ns = reset;
			else ns = pres;
			openOut: if(outerDoor) ns = evac;
			else if(rst) ns = reset;
			else ns = openOut;
			evac: if(evacuated) ns = reset;
			else if(rst) ns = reset;
			else ns = evac;
			default ns = ps;
	endcase
	always@(posedge clk) begin
		if(rst) begin
			ps <= reset;
		end begin
			ps <= ns;
		end
		debugState <= ps;
	end
endmodule
module InnerDoor(clk, rst, innerDoorCtrl, evacuated, innerDoor);
	input clk, rst;
	input innerDoorCtrl;
	input evacuated;
	output reg innerDoor;
	always @(posedge innerDoorCtrl) begin
		if(innerDoor)
			innerDoor <= 0;
		else if(evacuated)
			innerDoor <= 1;
		else
			innerDoor = 0;
	end
	always @(negedge rst or posedge clk) begin
		if(rst) begin
			innerDoor <= 0;
		end
	end
endmodule
module OuterDoor(clk, rst, outerDoorCtrl, pressurized, outerDoor);
	input clk, rst;
	input outerDoorCtrl;
	input pressurized;
	output reg outerDoor;
	always @(posedge outerDoorCtrl) begin
		if(outerDoor)
			outerDoor <= 0;
		else if(pressurized)
			outerDoor <= 1;
		else
			outerDoor = 0;
	end
	always @(negedge rst or posedge clk) begin
		if(rst) begin
			outerDoor <= 0;
		end
	end
endmodule
module Interlock(arriveCtrl, departCtrl, innerDoorCtrl, outerDoorCtrl, pressurizeCtrl, 
				evacuateCtrl, clk, rst, debugStateArriving, debugStateDeparting);
	input arriveCtrl, departCtrl;
	input innerDoorCtrl, outerDoorCtrl;
	input pressurizeCtrl, evacuateCtrl;
	input clk, rst;
	output [0:2] debugStateArriving;
	output [0:2] debugStateDeparting;
	wire arriving, departing;
	wire innerDoor, outerDoor;
	wire pressurized, evacuated;
	reg garageFull = 0;
	InnerDoor iDoor(clk, rst, innerDoorCtrl, evacuated, innerDoor);
	OuterDoor oDoor(clk, rst, outerDoorCtrl, pressurized, outerDoor);
	Chamber c(clk, rst, pressurizeCtrl, evacuateCtrl, pressurized, evacuated);
	Arriving a(clk, rst, arriveCtrl, arriving, departing, innerDoor, outerDoor, pressurized, evacuated, debugStateArriving);
	Departing d(clk, rst, departCtrl, arriving, departing, innerDoor, outerDoor, pressurized, evacuated, debugStateDeparting);
	always@(negedge arriving) begin
		garageFull <= 1;
	end
	always@(negedge departing) begin
		garageFull = 0;
	end
	always@(posedge rst) begin
		garageFull = 0;
	end
endmodule 

==> impl_metrics.py <==
# Flow results
metrics = {
    "outcome": {
        "status": "finished, final reports clean",
    },
    "clock_tree": {
        "cts_hold_buf": 0,
        "cts.sinks": 16,
        "cts_tree": "yes",
        "post_cts_resized": 0,
        "clkTransAtPathRegs_ps": 60,
        "post_cts_buffers": 0,
    },
    "drt": {
        "num_antenna_cells": 0,
        "vias_per_cell": 3.84,
        "drtIter0Drc": 70,
        "drcViolationCount": 0,
        "num_vias": 503,
        "routed_wl_um": 1260,
        "postRouteAntennaNets": 0,
        "wl_per_cell_um": 9.58,
        "drt_pass1_iterations": 4,
    },
    "critical_path": {
        "worstReg2RegStart": "a.t.q[1]",
        "crit_path_start_kind": "clock port",
        "startpoint": "rst",
        "arrival_ps": 1660,
        "rrSetupSlack_ps": 340,
        "slowest_stage": "a221oi_1",
        "worstPathCellList": "clkbuf_8 -> clkbuf_8 -> nand2b_4 -> o2bb2ai_1 -> a221oi_1",
        "crit_required_ps": 1740,
        "crit_type": "clk -> reg",
        "worst-path-max-fanout": 2,
        "critPathCaptureType": "register",
        "crit_top_cell": "clkbuf_8",
        "cpPeakStageDelay_ps": 330,
    },
    "sta": {
        "finalHoldViolations": 0,
        "rsz0062_at_grt": "false",
        "drv_slew": 0,
        "tns_ps": 0,
        "finalSetupViolations": 0,
        "fin_skew_ps": 0.500,
        "hold_ws_ps": 195,
    },
    "yosys": {
        "ys_area_um2": 641,
        "yosys_cells": 61,
        "ys_ff": 16,
        "synth.distinct_cells": 20,
        "ys_warn_count": 21,
        "ys_seq_frac": 0.578,
        "synth.avg_cell_area_um2": 10.5,
        "syn_area_um2": 641,
        "synthCells": 61,
    },
    "hold_path": {
        "hold_path.class": "clk -> reg",
        "min_from": "rst",
    },
    "placement": {
        "hpwl_um": 843,
        "gp_congestion": 0.712,
        "portBuffers": 7,
        "dpl-instance-area_um2": 769,
    },
    "power_and_ir_drop": {
        "ir_worst_vdd_uv": 427,
        "p_leak_nw": 0.380,
        "power_density_nw_per_um2": 1740,
    },
    "global_routing": {
        "antenna_found_initial": 0,
        "grt.overflow.total": 0,
        "track_usage": 0.0336,
        "grt_pass1_wl_um": 2070,
        "grt_pass1_vias": 569,
        "grt_max_degree": 10,
    },
    "die": {
        "die_w_um": 86,
        "die_h_um": 86,
        "initial_core_util": 0.156,
        "num_rows": 23,
        "die_area_um2": 7400,
        "ios": 14,
        "core_area_um2": 4120,
    },
    "flow_run": {
        "cap_violations": 0,
        "warning_count": 39,
    },
    "layout": {
        "finish.instance_area_um2": 928,
        "fillerInstances": 420,
        "drive_gt1_frac": 0.148,
        "synthToLayoutAreaGrowth_pct": 44.9,
    },
}
==> per-stage QoR <==
stage / util / setup slack, ps / power [mW] / cells
finish: 0.226 / 88.1 / 1.62 / 131
global route: 0.226 / 27.0 / 1.72 / 131
CTS: 0.226 / 93.0 / 1.64 / 131
detailed placement: 0.187 / 194 / 0.811 / 118
global placement: 0.187 / 195 / 0.795 / 118
floorplan: - / 199 / 0.716 / 62
==> registers in the layout (all words and copies together), names as in the netlist <==
name / count
a.t.q: 3
d.ps: 2
a.ps: 3
a.debugState: 3
d.t.q: 3
d.debugState: 2
==> report_power, final <==
part | switching [mW] | internal, mW
Sequential | 0.0636 | 0.492
Clock | 0.276 | 0.653
Combinational | 0.0479 | 0.0824
==> cell usage in the layout, fill, tap and decap left out, drive strengths merged <==
| master | count |
|---|---|
| a211oi | 3 |
| a221oi | 1 |
| a22o | 1 |
| a31oi | 1 |
| a32oi | 1 |
| clkbuf | 12 |
| clkdlybuf4s50 | 7 |
| conb | 3 |
| dfxtp | 11 |
| edfxtp | 5 |
| ha | 4 |
| inv | 6 |
| nand2 | 6 |
| nand2b | 1 |
| nor2 | 11 |
| nor2b | 1 |
| nor3 | 2 |
| o21ai | 1 |
| o22ai | 1 |
| o2bb2ai | 1 |
| xnor2 | 2 |
==> layer usage <==
metal,part of all wire,wire [µm],global-route usage
met5,0,0,0
met1,0.43,542,0.0325
met4,0.029,36,0.0344
met3,0.11,142,0.0305
met2,0.43,534,0.0399
==> final timing paths <==
path / end / depth (start not counted)
max: a.ps[0] / 5
max reg2reg: a.ps[0] / 5
min: a.ps[2] / 3
min reg2reg: d.debugState[1] / 0
==> cell usage after synthesis <==
cell,instances,area share
a211oi_1,3,0.035
a221oi_1,1,0.014
a22o_1,1,0.014
a31oi_1,1,0.0098
a32oi_1,1,0.014
buf_4,1,0.012
conb_1,2,0.012
dfxtp_1,11,0.34
edfxtp_1,5,0.23
ha_1,4,0.078
inv_1,5,0.029
nand2_1,6,0.035
nand2b_4,1,0.021
nor2_1,11,0.064
nor2b_1,1,0.0098
nor3_1,2,0.016
o21ai_0,1,0.0078
o22ai_1,1,0.0098
o2bb2ai_1,1,0.014
xnor2_1,2,0.027
==> critical path, delay by kind of cell <==
family,cells,cell delay [ps]
compound gates,2,440
simple gates,1,120
buf+inv,2,240
==> layout make-up <==
type | instances | area [µm²] | share of cell area
flip-flops and latches | 16 | 370 | 0.399
multi-input cells | 40 | 248 | 0.267
clock buffers | 12 | 155 | 0.167
repair buffers | 7 | 70.1 | 0.0755
well taps | 50 | 62.6 | 0.0674
inverters | 4 | 15.0 | 0.0162
clock inverters | 2 | 7.51 | 0.00809
==> cell families (layout without fill, tap and decap cells) <==
kind of cell             count (synthesis)  in the layout  synth area share
other                                    2              3            0.0117
adder cells (fa/ha/maj)                  4              4            0.0781
buffers and inverters                    6             25            0.0410
XOR/XNOR                                 2              2            0.0273
AND/OR/NAND/NOR                         21             21             0.146
AND-OR/OR-AND                           10             10             0.117
flip-flops                              16             16             0.578
Power and IR drop assume default switching activity.

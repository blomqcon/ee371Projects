==> flow/design.v <==
module SRAM(data, address, OE_n, WE_n);
	inout [7:0] data; 
	input [10:0] address;
	input OE_n, WE_n;
	reg [7:0] memory [0:2047];
	assign data = (~OE_n & WE_n) ? memory[address] : 8'bZ;
	always @(posedge WE_n) begin 
		if (OE_n) memory[address] <= data;
	end 
endmodule
==> flow/run.sh <==
#!/bin/bash
# OpenROAD 26Q1-2900-gdf79404cd8, Yosys 0.63+post, stock flow scripts
make -C /OpenROAD-flow-scripts/flow DESIGN_CONFIG=/design/flow/config.mk WORK_HOME=/design/flow/orfs finish
==> flow/config.mk <==
export PLATFORM = sky130hd
export DESIGN_NAME = SRAM
export DESIGN_NICKNAME = SRAM
export VERILOG_FILES = /design/flow/design.v
export SDC_FILE = /design/flow/constraint.sdc
export NUM_CORES = 4
export LEC_CHECK = 1
export CORE_UTILIZATION = 50
export SYNTH_MEMORY_MAX_BITS = 65536
==> flow/constraint.sdc <==
current_design SRAM

set clk_period 186.6
set clk_io_pct 0.2

create_clock -name clk0 -period $clk_period [get_ports {WE_n}]

set non_clock_inputs [all_inputs -no_clocks]
set_input_delay [expr $clk_period * $clk_io_pct] -clock clk0 $non_clock_inputs
set_output_delay [expr $clk_period * $clk_io_pct] -clock clk0 [all_outputs]
==> results.toml <==
# generated from flow reports
[yosys]
yosys_warnings = 2
synth_top_area_share = 0.782
edf_count = 16400
ff_type = "edfxtp_1"
netlist.top_cell.by_area = "edfxtp_1"
ys_seq_frac = 0.782
async_reset_ff_frac = 0
topCellsByArea = "edfxtp_1, mux2i_1, o22ai_1"
postSynthAreaPerCell_um2 = 18.0
ys.flops = 16400
netlist_area_mm2 = 0.629
ys_cells = 35000
synth_cell_types = 33
netlist_instances = 35000
yosys_area_mm2 = 0.629

[placement]
pre_cts_ws_ns = 99.94
port_buffers = 12
dp_hpwl_mm = 1100
gp_congestion = 0.923

[cts]
hold_buffers = 0
clock_path_buffers = 6
h-tree-depth = 7
cts_inserted_buffers = 1713
ctsResizeCount = 0
clock-sinks = 16400
post-cts-setup-buffer-count = 0
cts-root-buf = "clkbuf_16"

[die]
ios = 21
die_y_mm = 1.12
fp_util = 0.502
rows = 411
fp.dieW_mm = 1.12

[outcome]
status = "did not finish"
outcome.stop_stage = "clock tree synthesis"
tool.error = "[error] [KeplerFormal.cpp:679] Workflow failed: Iso has multiple drivers: .data1, place2986.X0"
-- synth_stat cells (10+ instances only) --
| library cell | count |
|---|---|
| edfxtp_1 | 16400 |
| mux2i_1 | 8192 |
| o22ai_1 | 4096 |
| nor2_1 | 2046 |
| buf_2 | 1271 |
| nor4_1 | 1152 |
| clkbuf_1 | 828 |
| a21oi_1 | 512 |
| nand2_1 | 188 |
| buf_1 | 118 |
| buf_4 | 55 |
| a22oi_1 | 32 |
| buf_6 | 23 |
| nor3_1 | 11 |
| nand4_1 | 10 |
-- metrics by stage --
step	hold WS, ns	area (um^2)	util	cells	total power, W
floorplan	30.27	629000	-	35000	0.00432
global placement	1.62	652000	0.520	50900	0.00485
detailed placement	1.63	652000	0.520	50900	0.00486
-- cells by family after synthesis --
family	count (synthesis)	synth area share
buf+inv	2295	0.0168
mux	8192	0.130
flops	16400	0.782
compound gates	4640	0.0452
simple gates	3461	0.0256
Power and IR drop assume default switching activity.
